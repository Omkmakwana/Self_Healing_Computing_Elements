### flow/run.sh
#!/bin/bash
# OpenROAD 26Q1-2900-gdf79404cd8, Yosys 0.63+post, stock flow scripts
make -C /OpenROAD-flow-scripts/flow DESIGN_CONFIG=/design/flow/config.mk WORK_HOME=/design/flow/orfs finish
### flow/config.mk
export PLATFORM = sky130hd
export DESIGN_NAME = bist_stub
export DESIGN_NICKNAME = bist_stub
export VERILOG_FILES = /design/flow/design.v
export SDC_FILE = /design/flow/constraint.sdc
export NUM_CORES = 4
export LEC_CHECK = 1
export CORE_AREA = 10 10 70 70
export DIE_AREA = 0 0 80 80
### flow/constraint.sdc
current_design bist_stub

set clk_period 1.3
set clk_io_pct 0.2

create_clock -name clk0 -period $clk_period [get_ports {clk}]

set non_clock_inputs [all_inputs -no_clocks]
set_input_delay [expr $clk_period * $clk_io_pct] -clock clk0 $non_clock_inputs
set_output_delay [expr $clk_period * $clk_io_pct] -clock clk0 [all_outputs]
### flow/design.v
module bist_stub #(
    parameter BLOCK_ID = 0
) (
    input  wire clk,
    input  wire rst_n,
    input  wire start,
    output reg  done,
    output reg  pass
);
    reg [3:0] state;
    localparam IDLE  = 4'd0;
    localparam RUN   = 4'd1;
    localparam CHECK = 4'd2;
    localparam DONE  = 4'd3;
    always @(posedge clk or negedge rst_n) begin
        if(!rst_n) begin
            state <= IDLE;
            done  <= 0;
            pass  <= 0;
        end else begin
            case(state)
                IDLE: begin
                    done <= 0;
                    pass <= 0;
                    if(start) state <= RUN;
                end
                RUN: begin
                    state <= CHECK;
                end
                CHECK: begin
                    pass  <= 1'b1;
                    state <= DONE;
                end
                DONE: begin
                    done <= 1'b1;
                    if(!start) state <= IDLE;  
                end
            endcase
        end
    end
endmodule
==> impl_metrics.csv <==
group,metric,value,unit
run,warnings,25,
route,drt-total-wl,392,um
setup_path,path_class,"reg2out",
route,firstDrtPassIters,2,
final_timing,maxSlewViolCount,0,
grt,antenna_found_initial,1,
final_layout,fillers,395,
setup_path,crit_buf_inv,1,
yosys,yosysWarningCount,1,
route,drt_iter0_drc,10,
setup_path,cp.arrival,0.86,ns
setup_path,crit_slowest_cell,"dfrtp_1",
grt,overflow,0,
yosys,ys_cells,13,
pwr,cellLeakagePower,0.153,nW
final_timing,grt_setup_unrepaired,"false",
final_timing,hold_viol,0,
clock_tree,clock.latency.late_pin,0.25,ns
die,initCoreUtil,0.0564,
yosys,synthDistinctLibCells,6,
final_timing,setup_tns,0,ns
clock_tree,clkTransAtPathRegs,0.05,ns
final_layout,ff_latch_area,151,um2
die,rows,21,
clock_tree,holdBufCountCts,0,
clock_tree,cts_root_buf,"clkbuf_4",
grt,grtUsageTotal,0.0158,
yosys,ys_seq_share,0.786,
min_path,hold_path_class,"in2async",
route,num_vias,129,
run,maxCapViolCount,0,
clock_tree,numCtsBuffers,3,
final_timing,relSlewSlack,0.829,
clock_tree,cts_sinks,6,
grt,grt_max_degree,7,
die,core,3420,um2
die,io_pins,5,
yosys,synth-async-reset-ratio,1.00,
final_timing,setup_violations,0,
die,fp.dieH,80,um
grt,grt_pass1_vias,152,
outcome,outcome,"finished clean",
pwr,switchingPower,0.123,mW
setup_path,required,1.04,ns
yosys,yosys.area.top_type,"dfrtp_1",
final_timing,clock.fmax,896,MHz
final_layout,drive_above_1_share,0.304,
die,die_area,6400,um2
yosys,synthCells,13,
place,portBuffers,4,
final_layout,area_growth,72.1,%
yosys,netlist_area,193,um2
pwr,ir_drop,0.251,mV
pwr,sequentialPowerShare,0.441,
pwr,clockPowerShare,0.334,
yosys,edf_count,0,
final_timing,period_used_share,0.858,
place,gp_congestion,0.617,
route,via_per_inst,1.84,
final_timing,worst_pin_slew,0.255,ns
setup_path,rrSetupSlack,0.47,ns
route,drc,0,
final_timing,layout_min_cycle_time,1.12,ns
yosys,numSynthFlops,6,
setup_path,path_cells,"dlygate4sd2_1",
yosys,synthFlopType,"dfrtp_1",
yosys,synth_chip_area,193,um2
yosys,top_area_frac,0.649,
setup_path,crit_family,"flip-flops",
pwr,swShare,0.217,
final_timing,clock_skew,0.0123,ns
setup_path,cp_slowest_stage_delay,0.37,ns
final_layout,design_area,332,um2
yosys,area_leaders,"dfrtp_1 (65%), dfstp_2 (14%), a21o_1 (12%)",
pwr,pwr_density_cell,1720,nW/um2
route,wl_per_cell,5.60,um
pwr,design_power_total,0.570,mW
pwr,p_int,0.446,mW
die,die_x,80,um
setup_path,start_kind,"register",
yosys,top_cell,"dfrtp_1",
yosys,synth.avg_cell_area,14.8,um2
clock_tree,ctsHtreeMaxLevel,1,
route,postRouteAntennaNets,0,
clock_tree,cts_tree,"yes",
setup_path,cp_max_fo,2,
pwr,comb_power_share,0.226,
clock_tree,cts_buffer_depth,2,
yosys,common_cells,"dfrtp_1 (5), a21o_1 (3), nor2_1 (2)",
place,placed_cell_area,290,um2
grt,grt_pass1_wl,676,um
setup_path,crit_path_end_kind,"output pin",
final_layout,combGateArea,37.5,um2
-- layer usage --
layer  GRT usage  share of wire  routed length, um
met2      0.0169           0.28                109
met5           0              0                  0
met1      0.0121           0.35                139
met3      0.0318           0.36                143
met4     0.00176              0                  0
-- cells in the final DEF, fill, tap and decap left out --
cell type / instances
clkbuf_1: 1
a21o_1: 3
clkdlybuf4s50_1: 2
dfrtp_1: 5
dfstp_2: 1
nor2_1: 2
diode_2: 1
and2_2: 1
buf_4: 2
clkbuf_4: 3
inv_1: 1
dlygate4sd2_1: 2
-- power by group through the flow --
stage     clock (mW)  sequential, mW  combinational [mW]
6_report       0.190           0.251               0.129
5_1_grt        0.224           0.256               0.144
4_1_cts        0.193           0.251               0.133
-- registers in the layout, summed over array words and instances (netlist names) --
register	flops
done	1
pass	1
state	4
-- final cells by class --
| type | instances | area share |
|---|---|---|
| inverter | 1 | 0.0113 |
| timing repair buffer | 6 | 0.158 |
| antenna | 1 | 0.00755 |
| multi-input combinational | 6 | 0.113 |
| tap | 46 | 0.174 |
| sequential | 6 | 0.457 |
| clock buffer | 4 | 0.0792 |
-- worst paths after layout --
| check | start | endpoint | cells past startpoint |
|---|---|---|---|
| min in group clk0 | state[2] | state[1] | 0 |
| min reg2reg | state[2] | state[1] | 0 |
| max | pass | pass | 1 |
| min | rst_n | pass | 1 |
| max reg2reg | state[0] | done | 2 |
| max in group asynchronous | rst_n | state[0] | 1 |
-- per-stage QoR --
stage	utilization	hold WS, ns	worst slack (ns)	instances
final	0.0971	0.237	0.184	70
after global routing	0.0971	0.253	0.126	70
after floorplan	-	-0.0356	0.494	13
after global placement	0.0850	0.334	0.248	63
after detailed placement	0.0850	0.339	0.238	63
after CTS	0.0963	0.247	0.178	69
-- logic make-up after synthesis --
group	synth area share
AND-OR/OR-AND	0.117
buffers and inverters	0.0195
flip-flops	0.786
AND/OR/NAND/NOR	0.0780
-- repair_timing --
action                     4_1_cts  5_1_grt
gates resized                    2        0
hold endpoints to repair         0        0
buffers inserted                 2        0
setup endpoints to repair        2        0
Power and IR drop assume default switching activity.
