## design/flow/config.mk

```make
export PLATFORM = sky130hd
export DESIGN_NAME = guardian_module
export DESIGN_NICKNAME = guardian_module
export VERILOG_FILES = /design/flow/design.v
export SDC_FILE = /design/flow/constraint.sdc
export NUM_CORES = 4
export LEC_CHECK = 1
export CORE_UTILIZATION = 30
```

## design/flow/constraint.sdc

```tcl
current_design guardian_module

set clk_period 12.0
set clk_io_pct 0.2

create_clock -name clk0 -period $clk_period [get_ports {clk}]

set non_clock_inputs [all_inputs -no_clocks]
set_input_delay [expr $clk_period * $clk_io_pct] -clock clk0 $non_clock_inputs
set_output_delay [expr $clk_period * $clk_io_pct] -clock clk0 [all_outputs]
```

## design/flow/design.v

```verilog
module guardian_module #(
    parameter BLOCK_ID = 0,
    parameter FEATURE_WIDTH = 16,
    parameter SCORE_WIDTH = 16
) (
    input  wire              clk,
    input  wire              rst_n,
    input  wire [11:0]       temp_code,
    input  wire [11:0]       volt_code,
    input  wire [15:0]       timing_margin,
    input  wire              enable,
    output reg               alert_valid,
    output reg  [15:0]       anomaly_score,
    output reg  [15:0]       block_id
);
    reg [11:0] temp_prev, volt_prev;
    wire [12:0] temp_delta = {1'b0,temp_code} - {1'b0,temp_prev};
    wire [12:0] volt_delta = {1'b0,volt_code} - {1'b0,volt_prev};
    wire [15:0] score_raw = (temp_delta[12] ? -temp_delta[11:0] : temp_delta[11:0]) +
                            (volt_delta[12] ? -volt_delta[11:0] : volt_delta[11:0]) +
                            (timing_margin[15:8]);
    localparam [15:0] THRESHOLD = 16'd80;
    always @(posedge clk or negedge rst_n) begin
        if(!rst_n) begin
            temp_prev     <= 0;
            volt_prev     <= 0;
            anomaly_score <= 0;
            alert_valid   <= 0;
            block_id      <= BLOCK_ID;
        end else if (enable) begin
            temp_prev     <= temp_code;
            volt_prev     <= volt_code;
            anomaly_score <= score_raw;
            if (score_raw > THRESHOLD) begin
                alert_valid <= 1'b1;
            end else begin
                alert_valid <= 1'b0;
            end
        end else begin
            alert_valid <= 1'b0;
        end
    end
endmodule
```

## design/flow/run.sh

```bash
#!/bin/bash
# OpenROAD 26Q1-2900-gdf79404cd8, Yosys 0.63+post, stock flow scripts
make -C /OpenROAD-flow-scripts/flow DESIGN_CONFIG=/design/flow/config.mk WORK_HOME=/design/flow/orfs finish
```

==> results.py <==
# Metrics from the implementation run
metrics = {
    "floorplan": {
        "std_cell_rows": 43,
        "boundaryPins": 76,
        "fp_util_pct": 30.72,
        "core-area_mm2": 0.01388,
        "die_y_um": 121.2,
        "dieWidth_um": 121.2,
        "die-area_mm2": 0.01469,
    },
    "global_routing": {
        "antenna_found_initial": 0,
        "grt_max_degree": 66,
        "grt_pass1_vias": 3358,
        "grt_pass1_wl_um": 15590,
        "gr-usage-all-layers_pct": 13.21,
        "grt-ovfl-total": 0,
    },
    "cts": {
        "clock_latency_ns": 0.28,
        "path_clk_slew_ns": 0.06,
        "cts_sinks": 41,
        "clockBufferDepth": 2,
        "postCtsSetupBuffers": 0,
        "cts_resized": 0,
        "cts_buffers": 5,
        "root_buffer": "clkbuf_16",
        "ctsHoldBuffers": 0,
        "cts_tree": "done",
        "htreeDepth": 2,
    },
    "synthesis": {
        "async_reset_ff_share_pct": 100.0,
        "synth_cell_types": 61,
        "yosysTopAreaCellShare_pct": 24.06,
        "edf_count": 0,
        "synth_top_flop_cell": "dfrtp_1",
        "yosys_warnings": 1,
        "yosysCellCount": 498,
        "avgSynthCellArea_um2": 8.562,
        "ys_area_mm2": 0.004264,
        "syn_area_mm2": 0.004264,
        "ys_seq_share_pct": 24.06,
        "yosysTopAreaCell": "dfrtp_1",
        "synth.area.top_cells": "dfrtp_1 (24%), ha_1 (14%), xnor2_1 (5.5%), fa_1 (5.2%), xor2_1 (4.9%)",
        "synthCells": 498,
        "numSynthFlops": 41,
    },
    "route": {
        "drc": 0,
        "met3_length_um": 318,
        "avgRoutedWirePerCell_um": 11.98,
        "antenna_left": 0,
        "routed_wirelength_um": 8723,
        "top_layer_used": "met4",
        "dr.first_iter.drc_count": 104,
        "wl_met2_um": 3846,
        "first_pass_iters": 4,
        "vias": 3446,
        "viasPerCell": 4.734,
        "wirelength_met1_um": 4463,
        "n_antenna_cell": 0,
    },
    "timing": {
        "slew-limit-headroom_pct": 50.65,
        "drv_slew": 0,
        "skew_ns": 0.004659,
        "fmax_mhz": 122.1,
        "post-route-min-period_ns": 8.193,
        "setup_viol": 0,
        "finalSetupTns_ns": 0,
        "rsz0062_at_grt": "no",
        "hold_ws_ns": 0.5083,
        "period_used_pct": 68.28,
        "finalHoldViolations": 0,
        "tightest_slew_ns": 0.7403,
    },
    "cells_and_area": {
        "final_cell_mix": "clkdlybuf4s50_1 (49), inv_1 (48), ha_1 (47)",
        "nFillCells": 1405,
        "area_delta_synth_final_pct": 19.45,
        "drive_above_1_share_pct": 6.934,
        "lay_top_count": "clkdlybuf4s50_1",
    },
    "worst_setup_path": {
        "critPathLaunchType": "primary input",
        "r2r_slack_ns": 6.12,
        "arrival_ns": 8.36,
        "required_ns": 12.17,
        "r2r_cells": 20,
        "path_class": "primary input to flop",
        "cp_max_fo": 9,
        "cp-end-kind": "flop",
    },
    "placement": {
        "portBuffers": 51,
        "globalplace.congestion": 0.8564,
        "hpwl_um": 6976,
    },
    "outcome": {
        "status": "finished, final reports clean",
    },
    "pwr": {
        "ir_drop_mv": 0.1364,
        "power_density_mw_per_mm2": 241.7,
        "leakage_uw": 0.002310,
    },
    "run": {
        "cap_violations": 0,
        "warnings": 33,
    },
    "hold_path": {
        "worstHoldPathType": "flop to flop",
        "holdPathStages": 1,
    },
}
## worst max-delay path, stage by stage
cell,delay [ns]
clkdlybuf4s50_1,0.51
inv_1,0.06
ha_1,0.21
fa_1,0.40
nor2b_1,0.19
o2111ai_2,0.16
nand2_2,0.13
a221oi_4,0.07
o21ai_1,0.51
nor2_1,0.09
a21oi_1,0.28
fa_1,0.48
ha_1,0.24
fa_1,0.42
a211oi_1,0.34
o21ai_0,0.19
a2111oi_0,0.46
nor3_1,0.16
a31oi_1,0.22
xnor2_1,0.15
xnor3_1,0.26
o41a_1,0.42
## report_power, final
part / switching (µW) / total, µW / internal (µW)
sequential: 15.9 / 195 / 179
clock: 56.0 / 175 / 119
combinational: 446 / 862 / 416
total: 518 / 1230 / 713
## registers in the layout (all words and copies together), names as in the netlist
signal         cells
anomaly_score     16
temp_prev         12
volt_prev         12
alert_valid        1
## path summary, 6_finish.rpt
kind / end / start
worst max-delay path: alert_valid / volt_code[0]
max in group asynchronous: anomaly_score[6] / rst_n
worst min-delay path: anomaly_score[1] / anomaly_score[1]
min in group asynchronous: volt_prev[6] / rst_n
worst min register to register: anomaly_score[1] / anomaly_score[1]
worst max register to register: alert_valid / volt_prev[0]
## synth_stat cells (3+ instances only)
cell type  count
xor2_1        24
nor2_1        38
dfrtp_1       41
mux2i_1        3
nor3_1         5
a21o_1         8
a31o_2         3
xnor2_1       27
buf_4         16
ha_1          47
nor4_1         3
o21ai_1        6
fa_1          11
nand3_1        6
a21oi_1       33
clkbuf_1       9
o21ai_0       35
and3_1         5
a211oi_1       3
o21bai_1       3
nand2_1       45
a2111oi_0      3
a31oi_1        5
o21a_1         7
mux2_2        14
nand2b_1       6
inv_1         48
## cell families after synthesis
group,count (synthesis),share of synthesized area (%)
flops,41,24.06
simple gates,124,13.41
xor+xnor,52,11.00
fa+ha+maj,58,18.96
other cells,1,0.08794
buf+inv,74,7.922
mux,18,4.665
compound gates,130,19.89
## per-layer routing
layer	vias to the layer above	global-route usage, %
met5	-	0
met4	0	1.389
met3	7	1.679
met2	53	21.07
met1	1580	20.02
li1	1806	-
## metrics by stage
step / cells / power (µW) / instance area (µm²) / worst slack (ns) / util [%]
3_3_place_gp: 720 / 1053 / 4903 / 3.581 / 35.33
3_5_place_dp: 720 / 1055 / 4903 / 3.539 / 35.33
5_1_grt: 728 / 1368 / 5094 / 3.417 / 36.70
4_1_cts: 728 / 1243 / 5094 / 3.822 / 36.70
6_report: 728 / 1231 / 5094 / 3.807 / 36.70
2_1_floorplan: 513 / 850.2 / 4320 / 4.785 / -
## layout make-up
type / count / area [µm²] / share of cell area (%)
well taps: 180 / 225.2 / 4.422
clock buffers: 5 / 125.1 / 2.456
multi-input cells: 398 / 2957 / 58.04
inverters: 48 / 180.2 / 3.537
repair buffers: 53 / 515.5 / 10.12
flip-flops and latches: 41 / 1026 / 20.14
clock inverters: 3 / 65.06 / 1.277
Power and IR drop assume default switching activity.
